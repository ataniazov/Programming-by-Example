--- design/flow/config.mk ---
export PLATFORM = sky130hd
export DESIGN_NAME = four_bit_full_adder
export DESIGN_NICKNAME = four_bit_full_adder
export VERILOG_FILES = /design/flow/design.v
export SDC_FILE = /design/flow/constraint.sdc
export NUM_CORES = 4
export LEC_CHECK = 1
export CORE_AREA = 10 10 70 70
export DIE_AREA = 0 0 80 80
--- design/flow/constraint.sdc ---
current_design four_bit_full_adder

set clk_period 5.0
set clk_io_pct 0.2

create_clock -name clk0 -period $clk_period

set non_clock_inputs [all_inputs -no_clocks]
set_input_delay [expr $clk_period * $clk_io_pct] -clock clk0 $non_clock_inputs
set_output_delay [expr $clk_period * $clk_io_pct] -clock clk0 [all_outputs]
--- design/flow/design.v ---
`timescale 1ns/1ns
module main;     
reg A0;     
reg C0;     
reg A3;     
reg A2;     
reg B2;     
reg B1;     
reg A1;     
reg B3;     
reg B0;     
wire w0;     
wire w12;     
wire w10;     
wire [4:0] w1;     
wire w11;     
wire w9;     
  assign w1 = {w12, w0, w9, w10, w11};  
  four_bit_full_adder g0 (.A0(A0), .A1(A1), .A2(A2), .A3(A3), .B0(B0), .B1(B1), .B2(B2), .B3(B3), .C0(C0), .C4(w12), .S0(w11), .S1(w10), .S2(w9), .S3(w0));    
endmodule
module half_adder(A, B, C, S);
  input A, B;
  output C, S;
  and ha_and(C, A, B);
  xor ha_xor(S, A, B);
endmodule
`timescale 1ns/1ns
module four_bit_full_adder(C0, A0, B0, S0, A1, B1, S1, A2, B2, S2, A3, B3, S3, C4);
  input C0, A0, B0, A1, B1, A2, B2, A3, B3;
  output S0, S1, S2, S3, C4;
  wire w0, w1, w2;
  full_adder fa0(.A(A0), .B(B0), .Cin(C0), .Cout(w0), .S(S0));
  full_adder fa1(.A(A1), .B(B1), .Cin(w0), .Cout(w1), .S(S1));
  full_adder fa2(.A(A2), .B(B2), .Cin(w1), .Cout(w2), .S(S2));
  full_adder fa3(.A(A3), .B(B3), .Cin(w2), .Cout(C4), .S(S3));
endmodule
`timescale 1ns/1ns
module full_adder(A, B, Cin, Cout, S);
  input A, B, Cin;
  output Cout, S;
  wire w0, w1, w2;
  half_adder ha0(.A(A), .B(B), .C(w0), .S(w1));
  half_adder ha1(.A(w1), .B(Cin), .C(w2), .S(S));
  or fa_or(Cout, w0, w2);
endmodule
`timescale 1ns/1ns
--- design/flow/run.sh ---
#!/bin/bash
# OpenROAD 26Q1-2900-gdf79404cd8, Yosys 0.63+post, stock flow scripts
make -C /OpenROAD-flow-scripts/flow DESIGN_CONFIG=/design/flow/config.mk WORK_HOME=/design/flow/orfs finish
==> deck_impl_summary.md <==
Key Metrics from the Run

Synthesis
  – Top area cells in the synthesized netlist: fa_1, inv_1
  – Cell with the most instances after synthesis: inv_1
  – Cell type with the largest total area: fa_1
  – Top-area cell share: 68.1%
  – Post-Syn Area: 118 um2
  – Yosys warns: 0
  – Syn Inst Count: 14
  – Chip area line of the yosys report: 118 um2
  – Cell count listed in synth_stat.txt: 14
  – Seq/Total Area, Yosys: 0%
  – Top post-synthesis cells by count: inv_1, fa_1
  – Distinct cells, synth: 2
  – Syn_area_per_cell: 8.40 um2

Min path
  – Hold EP: C4
  – Hold Crit Start: A3
  – Hold WC Path Type: input port to output port
  – Hold depth: 5

Pwr
  – P per Cell Area: 90.9 nW/um2
  – Combinational share of power: 100.0%
  – Total power: 0.0287 mW
  – Maximum VDD drop: 0.0307 mV
  – Switching part of the total: 27.9%
  – P_int: 0.0206 mW
  – Reg power frac: 0%
  – Leak pwr: 0.137 nW
  – Switching pwr: 0.00800 mW
  – Power share of the clock group: 0%

Routing
  – DRC errors left: 0
  – DRT antenna net count: 0
  – DRT Wirelength: 427 um
  – Detailed-route via count: 129
  – Initial DRC Count: 0
  – Via density per instance: 1.74
  – WL per Instance: 5.77 um
  – Diodes inserted: 0
  – DRT Pass-1 Iters: 1

Layout
  – Flop area: 0 um2
  – Share of layout cells above drive strength 1: 0%
  – Final Instance Count excl. Fillers: 74
  – Flops: 0
  – Clkbuf count: 0
  – Area grow syn2layout: 168%
  – Fillers: 405

Global routing
  – Global route overflow: 0
  – First-pass GRT wire length: 683 um
  – Vias in the first global route: 146
  – All-Layer GR Usage: 1.32%
  – Antenna violations before repair: 0
  – Largest net degree at the start of global routing: 2

Job
  – Number of OpenROAD warnings: 32
  – Max Cap Viol: 0

Final timing
  – Setup ws final: 0.532 ns
  – Least-Margin Pin Slew: 0.107 ns
  – Hold Vio Cnt, Final: 0
  – Pins Over Slew Limit: 0
  – Clock period minus final worst setup slack: 4.47 ns
  – Fmax: 224 MHz
  – Hold slack: 3.06 ns
  – RSZ-0062 raised after global routing: no
  – Final setup vio count: 0
  – Final period utilization: 89.4%
  – Slew HR: 92.8%
  – Setup tns final: 0 ns

Floorplanning
  – IO Count: 14
  – Chip width: 80 um
  – Die height: 80 um
  – Core ar.: 3420 um2
  – Chip area: 6400 um2
  – Fp util: 3.44%
  – Core Rows: 21

Clock network
  – Hold Buf Count CTS: 0
  – Post-CTS setup buffers: 0
  – PostCTS Resize Cnt: 0

Place
  – I/O Buffers: 14
  – HPWL Detailed: 436 um
  – Placed cell count: 74
  – Placement Setup Slack: 0.474 ns
  – Placer Congestion: 0.793

Setup path
  – Req. time, crit path: 4.00 ns
  – Setup crit start kind: input port
  – Worst-path fanout max: 1
  – CP Data Arrival Time: 3.47 ns
  – CP Class: input port to output port
  – Critical Path End Type: output port

Outcome
  – Outcome: finished clean
==> critical path, stage by stage <==
cell and delay (ns):
clkdlybuf4s50_1 0.40, inv_1 0.08, fa_1 0.17, inv_1 0.05, fa_1 0.40, fa_1 0.37
inv_1 0.07, fa_1 0.40, inv_1 0.06, clkdlybuf4s50_1 0.47
==> per-stage QoR <==
stage          area (um2)  util [%]
4_1_cts               315      9.23
3_5_place_dp          315      9.23
2_1_floorplan         118         -
6_report              315      9.23
5_1_grt               315      9.23
3_3_place_gp          315      9.23
==> cell families (layout without fill, tap and decap cells) <==
kind of cell,Yosys count,after routing,synth area share (%)
buffers and inverters,10,24,31.9
adders and majority gates,4,4,68.1
==> final cells by class <==
type / count / area (um2) / share of cell area, %
tap: 46 / 57.6 / 18.3
multi-input combinational: 4 / 80.1 / 25.4
inverter: 10 / 37.5 / 11.9
timing repair buffer: 14 / 140 / 44.4
==> layout by cell type (no fill, tap or decap) <==
cell type        count
fa_1                 4
clkdlybuf4s50_1     14
inv_1               10
==> power groups by stage <==
stage | Combinational, mW | Sequential (mW) | Clock [mW]
global route | 0.0331 | 0 | 0
finish | 0.0287 | 0 | 0
CTS | 0.0302 | 0 | 0
==> worst max-delay path by stage <==
stage / slack, ns / end / from / cells after the start
4_1_cts: 0.48 / S3 / A0 / 10
6_report: 0.53 / S3 / A0 / 10
5_1_grt: 0.39 / S3 / A0 / 10
==> per-layer routing <==
| metal | up-vias | GRT usage (%) | part of all wire (%) |
|---|---|---|---|
| met5 | - | 0 | 0 |
| met4 | 0 | 0 | 0 |
| met3 | 0 | 1.14 | 28 |
| met2 | 13 | 1.85 | 32 |
| met1 | 56 | 1.61 | 40 |
| li1 | 60 | - | - |
Power and IR drop assume default switching activity.
