===== flow/run.sh =====
#!/bin/bash
# OpenROAD 26Q1-2900-gdf79404cd8, Yosys 0.63+post, stock flow scripts
make -C /OpenROAD-flow-scripts/flow DESIGN_CONFIG=/design/flow/config.mk WORK_HOME=/design/flow/orfs finish

===== flow/config.mk =====
export PLATFORM = sky130hd
export DESIGN_NAME = traffic_light_controller
export DESIGN_NICKNAME = traffic_light_controller
export VERILOG_FILES = /design/flow/design.v
export SDC_FILE = /design/flow/constraint.sdc
export NUM_CORES = 4
export LEC_CHECK = 1
export CORE_UTILIZATION = 30

===== flow/constraint.sdc =====
current_design traffic_light_controller

set clk_period 7.1
set clk_io_pct 0.2

create_clock -name clk0 -period $clk_period [get_ports {clk}]

set non_clock_inputs [all_inputs -no_clocks]
set_input_delay [expr $clk_period * $clk_io_pct] -clock clk0 $non_clock_inputs
set_output_delay [expr $clk_period * $clk_io_pct] -clock clk0 [all_outputs]

===== flow/design.v =====
`timescale 1ns/1ns
module traffic_light;     
reg w5;     
wire w4;     
wire w3;     
wire w1;     
wire w2;     
  _GGCLOCK_P10000_0_50 g1 (.Z(w1));    
  traffic_light_controller g0 (.clk(w1), .reset(w5), .R(w4), .Y(w3), .G(w2));    
endmodule
module traffic_light_controller(clk, reset, R, Y, G);
  input clk, reset;
  output reg R, Y, G;
  reg [1:0] state, next_state;
  reg [15:0] remaining_time, next_remaining_time;
  parameter RED         = 0;
  parameter REDYELLOW   = 1;
  parameter GREEN       = 2;
  parameter GREENYELLOW = 3;
  parameter RED_TIME    = 20000;
  parameter GREEN_TIME  = 20000;
  parameter YELLOW_TIME = 5000;
  always @(posedge clk)
    begin
      if(reset == 0)
        begin
          state <= RED;
          remaining_time <= RED_TIME;
        end
      else
        begin
          state <= next_state;
          remaining_time <= next_remaining_time;
        end
    end
  always @(state or remaining_time)
    begin
      if(state == RED)
        begin
          R <= 1;
          Y <= 0;
          G <= 0;
          if(remaining_time == 0)
            begin
              next_state <= REDYELLOW;
              next_remaining_time <= YELLOW_TIME;
            end
          else
            begin
              next_state <= state;
              next_remaining_time = (remaining_time - 1);
            end
        end
      if(state == REDYELLOW)
        begin
          R <= 1;
          Y <= 1;
          G <= 0;
          if(remaining_time == 0)
            begin
              next_state <= GREEN;
              next_remaining_time <= GREEN_TIME;
            end
          else
            begin
              next_state <= state;
              next_remaining_time = (remaining_time - 1);
            end
        end
      if(state == GREEN)
        begin
          R <= 0;
          Y <= 0;
          G <= 1;
          if(remaining_time == 0)
            begin
              next_state <= GREENYELLOW;
              next_remaining_time <= YELLOW_TIME;
            end
          else
            begin
              next_state <= state;
              next_remaining_time = (remaining_time - 1);
            end
        end
      if(state == GREENYELLOW)
        begin
          R <= 0;
          Y <= 1;
          G <= 1;
          if(remaining_time == 0)
            begin
              next_state <= RED;
              next_remaining_time <= RED_TIME;
            end
          else
            begin
              next_state <= state;
              next_remaining_time = (remaining_time - 1);
            end
        end
    end
endmodule
`timescale 1ns/1ns

==> flow_metrics.tcl <==
# metrics dict for downstream scripts
set metrics [dict create \
    status "finished, final reports clean" \
    fin_setup_tns_ps 0 \
    clkTransAtPathRegs_ps 70 \
    holdPathEnd "remaining_time[10]$_SDFF_PN1_" \
    crit_family "flip-flops" \
    dr.pass1.iters 4 \
    floorplan.core_util_pct 31.4 \
    pin_count 5 \
    ys_warn_count 1 \
    ys_cells 129 \
    required_ps 5680 \
    ir_worst_vdd_v 0.0000637 \
    coreArea_um2 4000 \
    place_area_um2 1410 \
    post-cts-setup-buffers 0 \
    syn_area_per_cell_um2 9.74 \
    arrival_ps 1560 \
    critPathMaxFanout 8 \
    reg2reg_slack_ps 4680 \
    timing.final.hold_violations 0 \
    slowest_delay_ps 490 \
    hp-class "input pin to register" \
    unclocked_regs 21 \
    slew_headroom_pct 50.2 \
    wire_per_inst_um 9.22 \
    ys_seq_elements 39 \
    crit_type "register to primary output" \
    ant_nets 0 \
    htree_levels 1 \
    fp.dieH_um 66.7 \
    rr_startpoint "remaining_time[0]$_SDFF_PN0_" \
    grt_overflow 0 \
    grt_max_degree 19 \
    gr-usage-all-layers_pct 10.0 \
    slew_violations 0 \
    yosysChipArea_um2 1260 \
    cts_resized 0 \
    tritoncts "yes" \
    finalSetupViolations 0 \
    n_antenna_cell 0 \
    endpoint_kind "primary output" \
    cts_root_buf "clkbuf_8" \
    drive_gt1_share_pct 8.55 \
    reg2reg_depth 8 \
    openroad.warnings 25 \
    crit_chain "dlxtn_1, clkdlybuf4s50_1" \
    syn-cell-area_um2 1260 \
    ctsLongestPathBuffers 2 \
    final.min_clock_period_ps 2980 \
    cp_slowest_cell "dfxtp_1" \
    port_buffers 4 \
    path_buffers 1 \
    maxCapViolCount 0 \
    fillers 400 \
    grt_setup_unrepaired "false" \
    edf_count 0 \
    numCtsBuffers 3 \
    first_iter_violations 39 \
    wirelength_um 1860 \
    grt_pass1_wl_um 3390 \
    tightestPinTransition_ps 741 \
    area_leaders "dfxtp_1 (29%), dlxtn_1 (25%), and2_1 (6.5%), xnor2_1 (4.9%), xor2_1 (3.5%)" \
    dp_worst_setup_slack_ps 4400 \
    stdcell_area_um2 1460 \
    r2r_end "remaining_time[5]$_SDFF_PN1_" \
    gp_congestion 0.777 \
    ys_types 29 \
    vias_per_cell 4.02 \
    drcViolationCount 0 \
    rows 23 \
    cts.hold.buffers_added 0 \
    finalClockPeriodUsage_pct 41.9 \
    vias 812 \
    powerDensity_nw_per_um2 145 \
    die_w_um 66.7 \
    power_leakage_nw 0.603 \
    setup.worst_path.start_class "register" \
    die_area_um2 4450 \
    hp-start "reset" \
    holdPathStages 2 \
    antenna_found_initial 0 \
    top_cell_area_share_pct 28.7 \
    async_flop_share_pct 0 \
    untimed_endpoints 21 \
    max_freq_mhz 336 \
    dp_hpwl_um 1330 \
    grt_pass1_vias 766 \
    syn_to_final_growth_pct 16.4 \
    yosysTopAreaCell "dfxtp_1" \
    synthFlopType "dlxtn_1" \
    netlist_instances 129 \
    fin_ws_ps 4120 \
]
==> Yosys cell counts (all sizes together) (2+ instances only) <==
master and instances:
nand4b 2, mux2 5, and2 13, nand2 7, nand2b 5, or3 2
clkbuf 4, nor4 3, inv 4, a21oi 5, xor2 5, nor3 8
nor2 11, dlxtn 21, xnor2 7, dfxtp 18, nand3 2
==> state kept, by name (all words and copies together) (netlist names) <==
name / cells
Y: 1
next_state: 2
next_remaining_time: 16
G: 1
R: 1
remaining_time: 16
state: 2
==> report_power, final <==
part	switching [mW]	leakage, nW	internal, mW
sequential	0.00284	0.314	0.111
combinational	0.00880	0.260	0.00734
clock	0.0337	0.0288	0.0492
total	0.0454	0.603	0.167
==> metrics by stage <==
stage / power, mW / hold WS [ps] / std cells / util (%)
after floorplan: 0.128 / 1490 / 149 / -
after global placement: 0.132 / 2360 / 198 / 35.2
after detailed placement: 0.132 / 2400 / 198 / 35.2
after CTS: 0.216 / 2140 / 202 / 36.6
after global routing: 0.225 / 2150 / 202 / 36.6
final: 0.213 / 2100 / 202 / 36.6
==> final cells by class <==
class                           count  area [µm²]  area share [%]
Clock buffer                        4        55.1            3.76
Inverter                            4        15.0            1.03
Multi-Input combinational cell    101         614            42.0
Sequential cell                    39         676            46.2
Tap cell                           50        62.6            4.28
Timing Repair Buffer                4        40.0            2.74
==> how the worst max path moves through the flow <==
stage                       start  endpoint  slack (ps)  cells past startpoint
finish        state[0]$_SDFF_PN0_         Y        4120                      2
global route  state[0]$_SDFF_PN0_         Y        4040                      2
CTS           state[0]$_SDFF_PN0_         Y        4120                      2
==> routing by layer <==
metal	up-vias	share of wire, %	global-route usage (%)
met1	361	54	14.5
met3	2	3.7	3.13
met2	9	41	15.4
met4	0	0.97	1.06
li1	440	-	-
met5	-	0	0
==> placed cells by master, fill, tap and decap left out, types with 3 or more instances in the layout <==
cell type	count
dlxtn_1	21
conb_1	21
dfxtp_1	18
and2_1	13
nor2_1	11
nor3_1	7
xnor2_1	7
nand2_1	6
a21oi_1	5
xor2_1	5
nand2b_1	5
inv_1	4
clkbuf_8	4
clkdlybuf4s50_1	4
mux2_2	3
==> kinds of logic (layout without fill, tap and decap cells) <==
group | Yosys count | count (layout) | synth area share [%]
simple gates | 55 | 55 | 25.2
latches | 21 | 21 | 25.1
flops | 18 | 18 | 28.7
xor+xnor | 12 | 12 | 8.37
buf+inv | 9 | 12 | 3.29
compound gates | 7 | 7 | 2.99
mux | 5 | 5 | 5.08
fa+ha+maj | 1 | 1 | 0.996
other cells | 1 | 21 | 0.299
No activity file was given, so power comes from the tool's default toggle rates.
