--- flow/run.sh ---
#!/bin/bash
# OpenROAD 26Q1-2900-gdf79404cd8, Yosys 0.63+post, stock flow scripts
make -C /OpenROAD-flow-scripts/flow DESIGN_CONFIG=/design/flow/config.mk WORK_HOME=/design/flow/orfs finish
--- flow/config.mk ---
export PLATFORM = sky130hd
export DESIGN_NAME = bit_shift
export DESIGN_NICKNAME = bit_shift
export VERILOG_FILES = /design/flow/design.v
export SDC_FILE = /design/flow/constraint.sdc
export NUM_CORES = 4
export LEC_CHECK = 1
export CORE_UTILIZATION = 30
--- flow/constraint.sdc ---
current_design bit_shift

set clk_period 2.9
set clk_io_pct 0.2

create_clock -name clk0 -period $clk_period

set non_clock_inputs [all_inputs -no_clocks]
set_input_delay [expr $clk_period * $clk_io_pct] -clock clk0 $non_clock_inputs
set_output_delay [expr $clk_period * $clk_io_pct] -clock clk0 [all_outputs]
--- flow/design.v ---
`timescale 1ns/1ns
module bitwise_operations;     
reg [47:0] w6;     
reg [3:0] w3;     
reg w1;     
reg [23:0] w2;     
wire [15:0] w4;     
wire [47:0] w5;     
  bit_shift g3 (.A(w2), .mod(w1), .n(w3), .S(w5));    
  _2n g7 (.A(w3), .S(w4));    
endmodule
module _2n(A, S);
  input [3:0] A;
  output [15:0] S;
  assign S = (1 << A);
endmodule
`timescale 1ns/1ns
module bit_shift(A, mod, n, S);
  input [23:0] A;
  input [3:0] n;
  input mod;
  output [47:0] S;
  assign S = (mod == 1) ? (A >> n) : (A << n);
endmodule
`timescale 1ns/1ns
==> results_dict.tcl <==
# flow metrics
set metrics [dict create \
    outcome "finished, violations left" \
    violations "negative setup slack" \
    combPwrFrac 1.000 \
    grt_use_total 0.246 \
    grt_first_pass_wirelength_um 16900 \
    synth.cellmix.simpleShare 0.181 \
    drt-total-wl_um 11200 \
    cp_common_cell "buf_12" \
    core_mm2 0.00834 \
    fp.dieH_um 95.7 \
    ys_sh_mux 0.462 \
    dp_hpwl_um 8390 \
    drv_cap 0 \
    path_class "primary input to output port" \
    cp_cell_sequence "buf_12, buf_12, buf_4, mux2i_4, mux2i_2, mux4_2, a22o_1, clkdlybuf4s50_1" \
    crit_path_top_delay_cell "mux4_2" \
    critPathTopFamily "multiplexers" \
    ys_chip_area_mm2 0.00263 \
    netlist_area_mm2 0.00263 \
    syn2layout_area_growth_pct 83.9 \
    whs_ns 1.84 \
    xor_area_frac 0 \
    tool_warnings 34 \
    leakagePower_nw 2.24 \
    peakVddDrop_v 0.0000944 \
    routedWlPerCell_um 18.2 \
    nFillCells 675 \
    ff_count 0 \
    ys_sh_adder 0 \
    syn_inst 340 \
    ys_cells 340 \
    power_frac_seq 0 \
    setup_viol 3 \
    io_buffers 68 \
    internal_power_mw 0.510 \
    timing.final.ws_setup_ns -0.0972 \
    holdBufCountCts 0 \
    drt_iter0_drc 201 \
    drt_pass1_iterations 5 \
    seq_area_um2 0 \
    max_freq_mhz 334 \
    rows 33 \
    critPathMaxFanout 9 \
    logic_family "multiplexers" \
    arrival_ns 2.42 \
    synth_area_per_cell_um2 7.75 \
    worstPathRequired_ns 2.32 \
    antenna_found_initial 0 \
    rsz0062_at_grt "true" \
    num-clock-buffers 0 \
    fp_util 0.316 \
    postPlaceCellArea_mm2 0.00402 \
    power_density_mw_per_mm2 190 \
    finalSetupTns_ns -0.113 \
    postRouteAntennaNets 0 \
    yosys.area.top_type "mux2i_1" \
    top_cell_area_share 0.201 \
    mostFrequentLayoutCells "buf_4 (111), nor2_1 (31), mux2i_1 (26), nand2_1 (25), dlygate4sd2_1 (22)" \
    synth.distinct_cells 52 \
    pin_count 77 \
    fin_crit_sh 1.03 \
    drive_gt1_frac 0.524 \
    crit_buf_inv 4 \
    gp_congestion 0.955 \
    switching_share 0.445 \
    start_kind "primary input" \
    slew_viol_final 0 \
    grt-ovfl-total 0 \
    dp_slack_ns -0.486 \
    crit_path_end_kind "output port" \
    finish.utilization 0.581 \
    drcViolationCount 0 \
    hold_class "primary input to output port" \
    num_antenna_cells 0 \
    num_vias 3480 \
    period_needed_ns 3.00 \
    topCellsByArea "mux2i_1 (20%), mux4_2 (14%), mux2_2 (5.6%)" \
    logic_area_mm2 0.00288 \
    slowest_delay_ns 0.48 \
    synthAoiAreaFrac 0.237 \
    grt_max_degree 23 \
    p_clk_frac 0 \
    grt_pass1_vias 3215 \
    lay_top_count "buf_4" \
    ys_warn_count 0 \
    fp.dieW_um 95.7 \
    stdcell_area_mm2 0.00484 \
    hold_viol_final 0 \
    vias_per_cell 5.68 \
    ys_seq_frac 0 \
    chipArea_mm2 0.00916 \
    p_switching_mw 0.410 \
]
synth_stat cells (8+ instances only):
master / n
nand3_1: 11
a21oi_1: 14
mux2i_1: 53
mux2_2: 13
clkbuf_1: 13
a22oi_1: 8
o21ai_1: 11
a31oi_1: 8
mux2_1: 12
mux4_2: 16
buf_4: 12
nor2b_1: 10
nand2_1: 26
o22ai_1: 12
nor2_1: 34
final cells by class:
type / instances / area share
multi-input cells: 299 / 0.595
repair buffers: 204 / 0.374
well taps: 105 / 0.0271
inverters: 5 / 0.00387
worst min-delay path, stage by stage:
cell and delay, ns:
dlygate4sd2_1 0.24, buf_6 0.18, a21oi_2 0.07, a21boi_2 0.10, dlymetal6s2s_1 0.09
cells by family (layout without fill, tap and decap cells):
logic type             after synthesis  in the layout
other                                1              9
AND-OR/OR-AND                       92             92
multiplexers                        97             97
AND/OR/NAND/NOR                    101            101
buffers and inverters               49            209
stage by stage:
stage               power (mW)  std cells
floorplan                0.372        348
global placement         0.741        585
detailed placement       0.738        585
CTS                      0.828        596
global route             0.979        613
finish                   0.920        613
per-layer routing:
| layer | up-vias | global-route usage | part of all wire |
|---|---|---|---|
| met5 | - | 0 | 0 |
| met4 | 0 | 0.0709 | 0.041 |
| met3 | 28 | 0.0137 | 0.067 |
| met2 | 179 | 0.385 | 0.43 |
| met1 | 1648 | 0.373 | 0.47 |
| li1 | 1625 | - | - |
timing repair:
action	4_1_cts	5_1_grt
cloned	1	0
setup endpoints to repair	38	29
endpoints found under the hold margin	0	0
buffers inserted	12	17
pin swaps	25	18
gates resized	166	79
worst paths after layout:
| kind | from | to | cells past startpoint |
|---|---|---|---|
| setup / recovery | n[1] | S[4] | 8 |
| hold / removal | mod | S[8] | 5 |
power groups by stage:
stage                 Combinational [mW]  Clock, mW  Sequential (mW)
after CTS                          0.828          0                0
after global routing               0.979          0                0
final                              0.920          0                0
Power and IR drop assume default switching activity.
